==> /design/flow/design.v <==
module dodgeball(clk_100mhz,rst,pause,btn_up,btn_left,btn_down,btn_right,sw,CA,CB,CC,CD,CE,CF,CG,AN0,AN1,AN2,AN3,hsync,vsync,rgb);
	input clk_100mhz, rst, pause, btn_up, btn_left, btn_down, btn_right;
	input [2:0] sw;
	output CA,CB,CC,CD,CE,CF,CG,AN0,AN1,AN2,AN3,hsync,vsync;
	output [7:0] rgb;
	wire clk_1hz, tc1, tc2, tc3;
	wire [3:0] val1, val2, val3, val4;
	wire [11:0] x, y;
	wire up, down, left, right;
	wire [1:0] random;
	wire gameover;
	vga_sync vga0(.clk(clk_100mhz),.hsync(hsync), .vsync(vsync),.x(x), .y(y));
	clock_1hz c1(.clk_100mhz(clk_100mhz),.clk_1hz(clk_1hz),.rst(rst),.random(random),.gameover(gameover));
	counter10 ctr1(.clk(clk_1hz),.rst(rst),.pause(pause),.val(val1),.tc(tc1));
	counter10 ctr2(.clk(tc1),.rst(rst),.pause(pause),.val(val2),.tc(tc2));
	counter10 ctr3(.clk(tc2),.rst(rst),.pause(pause),.val(val3),.tc(tc3));
	counter10 ctr4(.clk(tc3),.rst(rst),.pause(pause),.val(val4));
	display disp(.clk_100mhz(clk_100mhz),.rst(rst),.val1(val1),.val2(val2),.val3(val3),.val4(val4),.CA(CA),.CB(CB),.CC(CC),.CD(CD),.CE(CE),.CF(CF),.CG(CG),.AN0(AN0),.AN1(AN1),.AN2(AN2),.AN3(AN3));
	graphic grap(.clk_100mhz(clk_100mhz),.rst(rst), .pause(pause), .sw(sw), .up(btn_up), .down(btn_down), .left(btn_left), .right(btn_right), .x(x), .y(y), .rgb(rgb),.random(random),.gameover(gameover));
endmodule
module clock_1hz(clk_100mhz,clk_1hz,rst,random,gameover);
	input clk_100mhz, rst, gameover;
	output reg clk_1hz;
	output reg [1:0] random;
	reg [25:0] a;
	always @ (posedge clk_100mhz)
	begin
		if (rst)
		begin
			a <= 26'b000000000000000000000000000;
			clk_1hz <= 1'b1;
		end
		else if (gameover)
			a <= a;
		else if (a == 26'b10111110101111000010000000)
		begin
			a <= 26'b000000000000000000000000000;
			clk_1hz <= ~clk_1hz;
		end
		else
		begin
			a <= a + 1'b1;
			random[1] <= a[1];
			random[0] <= a[0];
		end
	end
endmodule 
module counter10(clk,rst,pause,val,tc);
	input clk, rst, pause;
	output reg [3:0] val;
	output reg tc;
	always @ (posedge clk or posedge rst or posedge pause)
	begin
		if(rst)
		begin
			val <= 4'b0000;
			tc <= 1'b0;
		end
		else if(pause)
			val <= val;
		else if(val == 4'b1001)
		begin
			val <= 4'b0000;
			tc <= 1'b1;
		end
		else
		begin
			val <= val + 1'b1;
			tc <= 1'b0;
		end 
	end
endmodule
module debouncer(clk_100mhz, in, out, rst);
	input clk_100mhz, in, rst;
	output reg out;
	reg [16:0] counter;
	reg clk_763hz;
	always @ (posedge clk_100mhz)
	begin
		if (counter == 17'b11111111111111111)
		begin
			clk_763hz <= 1'b1;
			counter <= 17'b00000000000000000;
		end
		else
		begin
			counter <= counter + 1'b1;
			clk_763hz <= 1'b0;
		end
	end
	reg [2:0] step_d;
	always @ (posedge clk_100mhz)
	begin
     if (rst)
       begin
          step_d[2:0]  <= 0;
       end
     else if (clk_763hz)
       begin
          step_d[2:0]  <= {in, step_d[2:1]};
       end
	end
	always @ (posedge clk_100mhz)
     if (rst)
       out <= 1'b0;
     else
       out <= ~step_d[0] & step_d[1] & clk_763hz;
endmodule
module display(clk_100mhz,rst,val1,val2,val3,val4,CA,CB,CC,CD,CE,CF,CG,AN0,AN1,AN2,AN3);
	input clk_100mhz, rst;
	input [3:0] val1, val2, val3, val4;
	output CA,CB,CC,CD,CE,CF,CG;
	output reg AN0,AN1,AN2,AN3;
	reg [3:0] val;
	decoder my_decoder(.bval(val),.CA(CA),.CB(CB),.CC(CC),.CD(CD),.CE(CE),.CF(CF),.CG(CG));
	wire clk_250hz;
	clock_250hz my_clock(.clk_100mhz(clk_100mhz),.clk_250hz(clk_250hz),.rst(rst));
	reg [1:0] counter;
	always @ (posedge clk_250hz or posedge rst)
	begin
		if(rst)
			counter <= 2'b00;
		else
		begin
			if (counter == 2'b00)
			begin
				val <= val1;
				AN0 <= 1'b0;
				AN1 <= 1'b1;
				AN2 <= 1'b1;
				AN3 <= 1'b1;
				counter <= counter + 1'b1;
			end
			else if (counter == 2'b01)
			begin
				val <= val2;
				AN0 <= 1'b1;
				AN1 <= 1'b0;
				AN2 <= 1'b1;
				AN3 <= 1'b1;
				counter <= counter + 1'b1;
			end
			else if (counter == 2'b10)
			begin
				val <= val3;
				AN0 <= 1'b1;
				AN1 <= 1'b1;
				AN2 <= 1'b0;
				AN3 <= 1'b1;
				counter <= counter + 1'b1;
			end
			else
			begin
				counter <= 2'b00;
				val <= val4;
				AN0 <= 1'b1;
				AN1 <= 1'b1;
				AN2 <= 1'b1;
				AN3 <= 1'b0;
			end	
		end
	end
endmodule
module clock_250hz(clk_100mhz,clk_250hz,rst);
	input clk_100mhz, rst;
	output reg clk_250hz;
	reg [17:0] a;
	always @ (posedge clk_100mhz)
	begin
		if (rst)
		begin
			a <= 18'b0000000000000000000;
			clk_250hz <= 1'b1;
		end
		else if (a == 18'b110000110101000000)
		begin
			a <= 18'b0000000000000000000;
			clk_250hz <= ~clk_250hz;
		end
		else
			a <= a + 1'b1;
	end
endmodule 
module decoder(bval,CA,CB,CC,CD,CE,CF,CG);
	input [3:0] bval;
	output reg CA,CB,CC,CD,CE,CF,CG;
	always @ (*)
	begin
	if (bval == 4'b0000)
		begin
			CA = 0;
			CB = 0;
			CC = 0;
			CD = 0; 
			CE = 0;
			CF = 0;
			CG = 1;
		end
		else if (bval == 4'b0001)
		begin
			CA = 1;
			CB = 0;
			CC = 0;
			CD = 1; 
			CE = 1;
			CF = 1;
			CG = 1;
		end
		else if (bval == 4'b0010)
		begin
			CA = 0;
			CB = 0;
			CC = 1;
			CD = 0; 
			CE = 0;
			CF = 1;
			CG = 0;
		end
		else if (bval == 4'b0011)
		begin
			CA = 0;
			CB = 0;
			CC = 0;
			CD = 0; 
			CE = 1;
			CF = 1;
			CG = 0;
		end
		else if (bval == 4'b0100)
		begin
			CA = 1;
			CB = 0;
			CC = 0;
			CD = 1; 
			CE = 1;
			CF = 0;
			CG = 0;
		end
		else if (bval == 4'b0101)
		begin
			CA = 0;
			CB = 1;
			CC = 0;
			CD = 0; 
			CE = 1;
			CF = 0;
			CG = 0;
		end
		else if (bval == 4'b0110)
		begin
			CA = 0;
			CB = 1;
			CC = 0;
			CD = 0; 
			CE = 0;
			CF = 0;
			CG = 0;
		end
		else if (bval == 4'b0111)
		begin
			CA = 0;
			CB = 0;
			CC = 0;
			CD = 1; 
			CE = 1;
			CF = 1;
			CG = 1;
		end
		else if (bval == 4'b1000)
		begin
			CA = 0;
			CB = 0;
			CC = 0;
			CD = 0; 
			CE = 0;
			CF = 0;
			CG = 0;
		end
		else if (bval == 4'b1001)
		begin
			CA = 0;
			CB = 0;
			CC = 0;
			CD = 1; 
			CE = 1;
			CF = 0;
			CG = 0;
		end
		else
		begin
			CA = 1;
			CB = 1;
			CC = 1;
			CD = 1; 
			CE = 1;
			CF = 1;
			CG = 1;
		end
	end
endmodule
==> /design/flow/run.sh <==
#!/bin/bash
# OpenROAD 26Q1-2900-gdf79404cd8, Yosys 0.63+post, stock flow scripts
make -C /OpenROAD-flow-scripts/flow DESIGN_CONFIG=/design/flow/config.mk WORK_HOME=/design/flow/orfs finish
==> /design/flow/config.mk <==
export PLATFORM = sky130hd
export DESIGN_NAME = debouncer
export DESIGN_NICKNAME = debouncer
export VERILOG_FILES = /design/flow/design.v
export SDC_FILE = /design/flow/constraint.sdc
export NUM_CORES = 4
export LEC_CHECK = 1
export CORE_AREA = 10 10 76 76
export DIE_AREA = 0 0 86 86
==> /design/flow/constraint.sdc <==
current_design debouncer

set clk_period 2.5
set clk_io_pct 0.2

create_clock -name clk0 -period $clk_period [get_ports {clk_100mhz}]

set non_clock_inputs [all_inputs -no_clocks]
set_input_delay [expr $clk_period * $clk_io_pct] -clock clk0 $non_clock_inputs
set_output_delay [expr $clk_period * $clk_io_pct] -clock clk0 [all_outputs]
==> impl_metrics.csv <==
group,metric,value,unit
synth,yosysTopAreaCell,"dfxtp_1",
synth,ys_sh_mux,3.17,%
final_timing,fmax,470,MHz
die,coreArea,0.00412,mm²
route,vias,646,
critical_path,r2r_start,"counter[0]",
synth,synthTopLogicFamily,"simple AND/OR/NAND/NOR gates",
clock_tree,cts_tree,"yes",
die,dieArea,0.00740,mm²
synth,compound_area_share,1.46,%
place,gp_congestion,0.851,
die,fp-utilization,23.0,%
synth,simple_gate_share,30.3,%
route,wirelength,1.47,mm
die,die_w,86,µm
synth,synth.cellmix.xorXnorShare,12.0,%
clock_tree,cts_buffer_depth,2,
final_timing,layout_setup_ws,0.373,ns
clock_tree,cts_root_buffer,"clkbuf_8",
clock_tree,post_cts_resized,0,
die,die_height,86,µm
critical_path,critical_path_class,"register to register",
critical_path,cp_top_family,"simple AND/OR/NAND/NOR gates",
place,post-place-cells,150,
finish,instances_no_fill,154,
run,max_cap_violations,0,
route,drc,0,
critical_path,cp_num_buf_inv,0,
critical_path,cp_common_cell,"ha_1",
clock_tree,insertion_delay,0.26,ns
clock_tree,clock-sinks,22,
place,hpwl,1.13,mm
route,post_drt_wl_per_cell,9.54,µm
route,antennaDiodeCount,0,
critical_path,endpoint_kind,"register",
place,dp_slack,0.371,ns
clock_tree,cts_setup_buffers,0,
critical_path,max_stage_delay,0.39,ns
final_timing,fin_skew,0.00394,ns
global_route,antenna_found_initial,0,
critical_path,cp.required,2.66,ns
die,num_rows,23,
pwr,ir_drop,0.000251,V
clock_tree,clk_pin_slew,0.08,ns
critical_path,cp_slowest_cell,"dfxtp_1",
synth,synthAdderAreaFrac,3.97,%
route,routed_via_density,4.19,
synth,yosys_warnings,1,
synth,yosys_cells,99,
synth,avgSynthCellArea,9.55,µm²
synth,yosys.cell_types.count,22,
critical_path,path_cells,"ha_1, nand4_4, nor2_1, and3_1, ha_1, nand2b_1, a21oi_1, a31o_2",
finish,area_growth,16.8,%
global_route,grt_pass1_vias,622,
final_timing,whs,0.423,ns
synth,ys_chip_area,946,µm²
final_timing,hold_viol,0,
die,io-pin-count,4,
synth,topCellsByArea,"dfxtp_1 (47%), xnor2_1 (10%), nor2_1 (9.5%)",
pwr,leakage,0.366,nW
critical_path,crit_end,"counter[13]",
route,dr.pass1.iters,4,
place,io_buffers,3,
outcome,status,"completed",
critical_path,worst-path-max-fanout,11,
clock_tree,cts_buffers,3,
global_route,grt_overflow_total,0,
critical_path,r2r_slack,0.37,ns
final_timing,rsz0062_at_grt,"no",
route,drtAntennaViolNets,0,
critical_path,critical_path_arrival,2.29,ns
global_route,grt_max_degree,14,
critical_path,path_depth,8,
clock_tree,htreeDepth,1,
final_timing,tns,0,ns
hold_path,hp-class,"register to register",
synth,top_area_share,46.6,%
synth,synthesis.area,946,µm²
final_timing,tightest_slew,0.364,ns
final_timing,fin_crit,2.13,ns
pwr,power.total,0.676,mW
critical_path,r2r_cells,8,
clock_tree,hold_buffers,0,
run,warnings,26,
final_timing,period_used_share,85.1,%
synth,synth_flops,22,
route,first_iter_violations,61,
synth,syn-instance-count,99,
pwr,power.density,612,mW/mm²
critical_path,reg2reg_to,"counter[13]",
critical_path,start_kind,"register",
final_timing,drv_slew,0,
synth,yosysSeqAreaShare,46.6,%
finish,drive_above_1_share,10.6,%
global_route,track_usage,4.05,%
critical_path,startpoint,"counter[0]",
global_route,grt_pass1_wl,2.57,mm
final_timing,setup_viol,0,
final_timing,slew_headroom,75.7,%
## kinds of logic (layout without fill, tap and decap cells)
family / after synthesis / in the layout
AND-OR/OR-AND: 2 / 2
XOR/XNOR: 13 / 13
adder cells (fa/ha/maj): 3 / 3
buffers and inverters: 6 / 11
flip-flops: 22 / 22
multiplexers: 3 / 3
AND/OR/NAND/NOR: 50 / 50
## Yosys cell counts
master / instances
a21oi_1: 1
a31o_2: 1
and3_1: 1
buf_2: 1
clkbuf_1: 2
dfxtp_1: 22
ha_1: 3
inv_1: 3
mux2i_1: 3
nand2_1: 3
nand2b_1: 1
nand3_1: 7
nand4_1: 4
nand4_4: 1
nor2_1: 24
nor2b_1: 2
nor3_1: 2
nor4_2: 3
nor4_4: 1
nor4bb_1: 1
xnor2_1: 11
xor2_1: 2
## per-stage QoR
| stage | utilization, % | area, µm² |
|---|---|---|
| 3_5_place_dp | 25.1 | 1030 |
| 4_1_cts | 26.8 | 1100 |
| 3_3_place_gp | 25.1 | 1030 |
| 2_1_floorplan | - | 946 |
| 6_report | 26.8 | 1100 |
| 5_1_grt | 26.8 | 1100 |
## state kept, by name (all words and copies together), names as in the netlist
signal / flops
out: 1
clk_763hz: 1
counter: 17
step_d: 3
## worst register-to-register path: cells and delay by family, from the launching register on
| family | cells | cell delay, ns |
|---|---|---|
| flops | 1 | 0.39 |
| simple gates | 4 | 0.74 |
| compound gates | 2 | 0.25 |
| fa+ha+maj | 2 | 0.65 |
## worst min path at each step
stage / depth (start not counted) / endpoint / startpoint / slack, ns
finish: 1 / out / step_d[0] / 0.42
global route: 1 / out / step_d[0] / 0.45
CTS: 1 / out / step_d[0] / 0.43
## cell type report
cell class              instances  area, µm²
clock buffers                   3       41.3
clock inverters                 1       30.0
fillers                       418       3010
inverters                       3       11.3
multi-input cells              71        482
flip-flops and latches         22        440
well taps                      50       62.6
repair buffers                  4       37.5
## report_power, final
group | internal [mW] | switching, mW
clock network | 0.214 | 0.108
logic | 0.00279 | 0.00109
registers | 0.350 | 0.0000000000000000790
## metal layers
metal	part of all wire (%)	track usage [%]	up-vias
met5	0	0	-
met4	0	0.150	0
met3	5.9	1.91	0
met2	43	6.42	10
met1	51	5.18	297
li1	-	-	339
## cells in the final DEF (no fill, tap or decap), types with 4 or more instances in the layout
cell / instances
nor2_1: 24
nand3_1: 7
xnor2_1: 11
nand4_1: 4
dfxtp_1: 22
Power and IR drop assume default switching activity.
